File: /design/flow/run.sh
#!/bin/bash
# OpenROAD 26Q1-2900-gdf79404cd8, Yosys 0.63+post, stock flow scripts
make -C /OpenROAD-flow-scripts/flow DESIGN_CONFIG=/design/flow/config.mk WORK_HOME=/design/flow/orfs finish
File: /design/flow/config.mk
export PLATFORM = sky130hd
export DESIGN_NAME = stopwatch_logic
export DESIGN_NICKNAME = stopwatch_logic
export VERILOG_FILES = /design/flow/design.v
export SDC_FILE = /design/flow/constraint.sdc
export NUM_CORES = 4
export LEC_CHECK = 1
export CORE_UTILIZATION = 30
export SYNTH_HDL_FRONTEND = slang
File: /design/flow/constraint.sdc
current_design stopwatch_logic

set clk_period 3.7
set clk_io_pct 0.2

create_clock -name clk0 -period $clk_period [get_ports {clk_100Hz}]

set non_clock_inputs [all_inputs -no_clocks]
set_input_delay [expr $clk_period * $clk_io_pct] -clock clk0 $non_clock_inputs
set_output_delay [expr $clk_period * $clk_io_pct] -clock clk0 [all_outputs]
File: /design/flow/design.v
module stopwatch_logic(
    input clk_100Hz,         
    input rst,               
    input start,             
    input stop,              
    input min_inc,           
    input hour_inc,          
    input countdown_mode,    
    output reg [7:0] hours,      
    output reg [7:0] minutes,    
    output reg [7:0] seconds,    
    output reg [7:0] centisec,   
    output stopped               
);
    localparam IDLE = 2'b00;
    localparam RUNNING = 2'b01;
    localparam STOPPED = 2'b10;
    reg [1:0] state;
    reg [1:0] next_state;
    reg countdown_mode_prev;
    always @(*) begin
        next_state = state;
        case (state)
            IDLE: begin
                if (start)
                    next_state = RUNNING;
            end
            RUNNING: begin
                if (stop)
                    next_state = STOPPED;
                if (countdown_mode && hours == 0 && minutes == 0 && 
                    seconds == 0 && centisec == 0)
                    next_state = STOPPED;
            end
            STOPPED: begin
                if (start)
                    next_state = RUNNING;
            end
            default: next_state = IDLE;
        endcase
    end
    always @(posedge clk_100Hz or posedge rst) begin
        if (rst)
            state <= IDLE;
        else
            state <= next_state;
    end
    assign stopped = (state == STOPPED);
    always @(posedge clk_100Hz or posedge rst) begin
        if (rst) begin
            hours <= 8'd0;
            minutes <= 8'd0;
            seconds <= 8'd0;
            centisec <= 8'd0;
            countdown_mode_prev <= 1'b0;
        end
        else begin
            countdown_mode_prev <= countdown_mode;
            if (countdown_mode && !countdown_mode_prev) begin
                hours <= 8'd0;
                minutes <= 8'd1;
                seconds <= 8'd0;
                centisec <= 8'd0;
            end
            else if (!countdown_mode && countdown_mode_prev) begin
                hours <= 8'd0;
                minutes <= 8'd0;
                seconds <= 8'd0;
                centisec <= 8'd0;
            end
            else if (countdown_mode && (state == IDLE || state == STOPPED)) begin
                if (min_inc) begin
                    if (minutes >= 8'd59)
                        minutes <= 8'd0;
                    else
                        minutes <= minutes + 1'b1;
                end
                if (hour_inc) begin
                    if (hours >= 8'd99)
                        hours <= 8'd0;
                    else
                        hours <= hours + 1'b1;
                end
            end
            else if (state == RUNNING) begin
                if (countdown_mode) begin
                    if (centisec > 0) begin
                        centisec <= centisec - 1'b1;
                    end
                    else begin
                        centisec <= 8'd99;
                        if (seconds > 0) begin
                            seconds <= seconds - 1'b1;
                        end
                        else begin
                            seconds <= 8'd59;
                            if (minutes > 0) begin
                                minutes <= minutes - 1'b1;
                            end
                            else begin
                                minutes <= 8'd59;
                                if (hours > 0) begin
                                    hours <= hours - 1'b1;
                                end
                                else begin
                                    hours <= 8'd0;
                                    minutes <= 8'd0;
                                    seconds <= 8'd0;
                                    centisec <= 8'd0;
                                end
                            end
                        end
                    end
                end
                else begin
                    if (centisec >= 8'd99) begin
                        centisec <= 8'd0;
                        if (seconds >= 8'd59) begin
                            seconds <= 8'd0;
                            if (minutes >= 8'd59) begin
                                minutes <= 8'd0;
                                if (hours >= 8'd99)
                                    hours <= 8'd0;
                                else
                                    hours <= hours + 1'b1;
                            end
                            else begin
                                minutes <= minutes + 1'b1;
                            end
                        end
                        else begin
                            seconds <= seconds + 1'b1;
                        end
                    end
                    else begin
                        centisec <= centisec + 1'b1;
                    end
                end
            end
        end
    end
endmodule
==> report_table.html <==
<h2>Implementation results</h2>
<table>
<tr><th>Metric</th><th>Value</th></tr>
<tr><th colspan="2">Drt</th></tr>
<tr><td>Final routed wirelength across all metal layers</td><td>9060 µm</td></tr>
<tr><td>Final routed wire length divided by cell count</td><td>16.6 µm</td></tr>
<tr><td>Via Count</td><td>3,211</td></tr>
<tr><td>Detailed-route vias per instance</td><td>5.89</td></tr>
<tr><td>TritonRoute pass-1 iters</td><td>5</td></tr>
<tr><td>Final antenna diode count</td><td>0</td></tr>
<tr><td>Initial DRC Count</td><td>135</td></tr>
<tr><td>DRC violations left</td><td>0</td></tr>
<tr><td>DRT antenna net count</td><td>0</td></tr>
<tr><th colspan="2">Synthesis</th></tr>
<tr><td>Distinct lib cells used</td><td>63</td></tr>
<tr><td>Cell total in the yosys stat output</td><td>377</td></tr>
<tr><td>Combined area of all synthesized cells</td><td>3060 µm²</td></tr>
<tr><td>Yosys Warn Count</td><td>0</td></tr>
<tr><td>Flip-flop and latch count after synthesis</td><td>36</td></tr>
<tr><td>Commonest flop</td><td>dfrtp_1</td></tr>
<tr><td>Synthesized area per cell</td><td>8.13 µm²</td></tr>
<tr><td>Post-synthesis cell count</td><td>377</td></tr>
<tr><td>Flip-flops with a built-in enable</td><td>0</td></tr>
<tr><td>Sequential-to-total area share from yosys stat</td><td>0.294</td></tr>
<tr><td>Post-synth ARST share</td><td>1.00</td></tr>
<tr><td>Area figure in the yosys stat output</td><td>3060 µm²</td></tr>
<tr><th colspan="2">Floorplan</th></tr>
<tr><td>Number of placement rows</td><td>36</td></tr>
<tr><td>Core outline area</td><td>9820 µm²</td></tr>
<tr><td>Ports</td><td>40</td></tr>
<tr><td>Die Height</td><td>103 µm</td></tr>
<tr><td>Fp_density</td><td>0.312</td></tr>
<tr><td>Total die size</td><td>10,600 µm²</td></tr>
<tr><td>Die Wd</td><td>103 µm</td></tr>
<tr><th colspan="2">Power</th></tr>
<tr><td>Worst supply voltage drop on vdd</td><td>0.319 mV</td></tr>
<tr><td>Portion of total power attributed to the clock network</td><td>0.118</td></tr>
<tr><td>Leakage dissipation</td><td>1.40 nW</td></tr>
<tr><td>Power per cell area</td><td>696 nW/µm²</td></tr>
<tr><td>Logic pwr share</td><td>0.573</td></tr>
<tr><td>Net switching power of the design</td><td>1.19 mW</td></tr>
<tr><td>Switching Fraction</td><td>0.464</td></tr>
<tr><td>Pint</td><td>1.37 mW</td></tr>
<tr><td>Sequential power share</td><td>0.309</td></tr>
<tr><th colspan="2">Timing</th></tr>
<tr><td>Clock period minus final worst setup slack</td><td>2.97 ns</td></tr>
<tr><td>Max Freq</td><td>336 MHz</td></tr>
<tr><td>Setup skew after layout</td><td>0.00553 ns</td></tr>
<tr><td>Final Hold Violation Tally</td><td>0</td></tr>
<tr><td>Hold_ws</td><td>0.519 ns</td></tr>
<tr><td>Final Slew Violations</td><td>0</td></tr>
<tr><td>Slew at the pin closest to its max-slew limit</td><td>0.812 ns</td></tr>
<tr><td>Worst slew margin relative to its limit</td><td>0.455</td></tr>
<tr><td>Setup TNS</td><td>0 ns</td></tr>
<tr><td>Final setup fails</td><td>0</td></tr>
<tr><td>RSZ-0062 raised after global routing</td><td>false</td></tr>
<tr><td>Final worst path period share</td><td>0.803</td></tr>
<tr><th colspan="2">Global route</th></tr>
<tr><td>Antenna violations before repair</td><td>0</td></tr>
<tr><td>Sum of overflow across all layers after global routing</td><td>0</td></tr>
<tr><td>Total routing usage reported by global routing</td><td>0.181</td></tr>
<tr><td>Vias in the first global route</td><td>2,944</td></tr>
<tr><td>Largest net degree at the start of global routing</td><td>37</td></tr>
<tr><td>Global-route wire length before repair</td><td>14,900 µm</td></tr>
<tr><th colspan="2">Placement</th></tr>
<tr><td>Port Buffer Count</td><td>39</td></tr>
<tr><td>DPL Wire Length</td><td>6320 µm</td></tr>
<tr><td>Final RePlAce weighted congestion</td><td>0.968</td></tr>
<tr><th colspan="2">Critical path</th></tr>
<tr><td>Worst EP arrival</td><td>3.18 ns</td></tr>
<tr><td>Reg2reg setup slack</td><td>0.86 ns</td></tr>
<tr><td>Crit path kind</td><td>input pin to register</td></tr>
<tr><td>CP Max Fanout</td><td>26</td></tr>
<tr><td>Crit Reg-Reg Endpoint</td><td>hours[3]$_DFFE_PP0P_</td></tr>
<tr><td>Crit path required time</td><td>3.91 ns</td></tr>
<tr><td>Worst Setup Start Kind</td><td>input pin</td></tr>
<tr><td>Type of destination of the critical path</td><td>register</td></tr>
<tr><td>Reg2Reg Depth</td><td>8</td></tr>
<tr><td>R2r startpoint</td><td>seconds[0]$_DFFE_PP0P_</td></tr>
<tr><th colspan="2">Worst hold path</th></tr>
<tr><td>Hold Crit Start</td><td>state[0]$_DFF_PP1_</td></tr>
<tr><td>Worst min-delay path category</td><td>register to register</td></tr>
<tr><td>Hold Crit Depth</td><td>1</td></tr>
<tr><td>Worst min-delay path endpoint</td><td>state[0]$_DFF_PP1_</td></tr>
<tr><th colspan="2">Flow run</th></tr>
<tr><td>Max-cap viol count</td><td>0</td></tr>
<tr><td>Log Warnings</td><td>36</td></tr>
<tr><th colspan="2">Clock tree</th></tr>
<tr><td>Post-CTS Hold Buffers</td><td>0</td></tr>
<tr><td>Number of buffers inserted by post-CTS setup repair</td><td>0</td></tr>
<tr><td>Worst skew pair latency</td><td>0.29 ns</td></tr>
<tr><td>Cell at the root of the clock tree</td><td>clkbuf_8</td></tr>
<tr><td>CTS sink cnt</td><td>36</td></tr>
<tr><td>Clock Path Buffers</td><td>2</td></tr>
<tr><td>Number of buffers created by CTS</td><td>5</td></tr>
<tr><td>Post-CTS clock slew at the launch and capture registers of the worst setup and hold paths</td><td>0.07 ns</td></tr>
<tr><td>Level count of the clock H-tree</td><td>2</td></tr>
<tr><td>Clock tree from TritonCTS</td><td>yes</td></tr>
<tr><td>Number of gates resized after cts</td><td>0</td></tr>
<tr><th colspan="2">Layout</th></tr>
<tr><td>Ratio of cells with drive above 1 in the final layout</td><td>0.0850</td></tr>
<tr><td>Most common logic cell in the routed design</td><td>clkdlybuf4s50_1</td></tr>
<tr><td>Most numerous logic cells after layout</td><td>39 x clkdlybuf4s50_1, 35 x o21ai_0, 35 x dfrtp_1</td></tr>
<tr><td>Area growth from synthesis to layout</td><td>20.0%</td></tr>
<tr><td>Fillers</td><td>1,017</td></tr>
<tr><th colspan="2">Run status</th></tr>
<tr><td>Outcome</td><td>completed</td></tr>
</table>
[synthesized netlist by cell type (4+ instances only)]
cell type / n / area share
nand2b_1: 5 / 0.010
a32oi_1: 4 / 0.011
xnor2_1: 4 / 0.011
nand2_1: 21 / 0.026
and3_1: 5 / 0.010
o22ai_1: 6 / 0.012
o211ai_1: 4 / 0.0098
o41ai_1: 4 / 0.011
a31oi_1: 7 / 0.014
dfrtp_1: 35 / 0.29
or3_1: 4 / 0.0082
a22o_1: 7 / 0.020
nor4_1: 4 / 0.0082
nand3_1: 15 / 0.024
clkbuf_1: 17 / 0.021
nor3_1: 21 / 0.034
or3b_2: 5 / 0.014
ha_1: 16 / 0.065
nor2b_1: 4 / 0.0082
inv_1: 16 / 0.020
a21oi_1: 17 / 0.028
nor2_1: 31 / 0.038
o21ai_0: 35 / 0.057
a211oi_1: 5 / 0.012
or4_1: 6 / 0.015
o31ai_1: 12 / 0.029
[per-layer routing]
metal | wire length (µm) | global-route usage
met5 | 0 | 0
met4 | 48 | 0.0130
met3 | 621 | 0.0331
met2 | 4180 | 0.290
met1 | 4210 | 0.270
[kinds of logic after synthesis]
| family | Yosys count | share of synthesized area |
|---|---|---|
| and+or+nand+nor | 142 | 0.256 |
| AOI/OAI and AO/OA | 135 | 0.301 |
| buffers and inverters | 39 | 0.0559 |
| DFF | 36 | 0.294 |
| adders and majority gates | 16 | 0.0653 |
| xor gates and xnor gates | 6 | 0.0171 |
| muxes | 3 | 0.00980 |
[critical path, cell delays in order]
cell             delay [ns]
clkdlybuf4s50_1        0.48
buf_4                  0.27
or3b_2                 0.63
a31oi_1                0.29
o21ai_0                0.23
or3_1                  0.39
o211ai_1               0.15
[stage by stage]
| stage | area (µm²) | worst slack (ns) | power [mW] | std cells | utilization |
|---|---|---|---|---|---|
| after floorplan | 3060 | 0.586 | 1.70 | 377 | - |
| after global placement | 3590 | 0.462 | 2.24 | 537 | 0.365 |
| after detailed placement | 3590 | 0.482 | 2.23 | 537 | 0.365 |
| after CTS | 3680 | 0.765 | 2.55 | 545 | 0.375 |
| after global routing | 3680 | 0.586 | 2.79 | 545 | 0.375 |
| final | 3680 | 0.728 | 2.56 | 545 | 0.375 |
[flip-flops by register name (all words and copies together), names as in the netlist]
name	flops
state	3
minutes	8
seconds	8
hours	8
centisec	8
countdown_mode_prev	1
[area by class of cell]
| class | instances | area, µm² | area share |
|---|---|---|---|
| clock buffers | 8 | 90.1 | 0.0245 |
| inverters | 17 | 63.8 | 0.0173 |
| multi-input cells | 302 | 1990 | 0.541 |
| flip-flops and latches | 36 | 902 | 0.245 |
| well taps | 133 | 166 | 0.0452 |
| repair buffers | 49 | 465 | 0.127 |
[power by group through the flow]
stage | clock network (mW) | registers, mW | logic [mW]
CTS | 0.308 | 0.784 | 1.46
global route | 0.326 | 0.823 | 1.64
finish | 0.302 | 0.790 | 1.47
[how the worst max path moves through the flow]
stage                     startpoint                    to  slack, ns  cells after the start
after CTS             countdown_mode  hours[2]$_DFFE_PP0P_       0.77                      7
after global routing  countdown_mode  hours[2]$_DFFE_PP0P_       0.59                      7
final                 countdown_mode  hours[2]$_DFFE_PP0P_       0.73                      7
No activity file was given, so power comes from the tool's default toggle rates.
