`/design/flow/run.sh`:
```
#!/bin/bash
# OpenROAD 26Q1-2900-gdf79404cd8, Yosys 0.63+post, stock flow scripts
make -C /OpenROAD-flow-scripts/flow DESIGN_CONFIG=/design/flow/config.mk WORK_HOME=/design/flow/orfs finish
```
`/design/flow/design.v`:
```
module counter_updown(
    input clk,
    input rst,
    input [1:0] key,  
    input pause,      
    output reg [7:0] d_out,
    output reg       c_out
    );
    always @(posedge clk or posedge rst) begin
        if(rst) begin
            d_out <= 8'd02;  
            c_out <= 1'b0;
        end
        else begin
            c_out <= 1'b0;
            if (pause) begin
                d_out <= d_out;  
            end
            else if (key[0] == 1 && key[1] == 1) begin
                d_out <= d_out;
            end
            else if(key[0] == 1) begin 
                if(d_out >= 11) begin
                    d_out <= 8'd02;
                    c_out <= 1'b1;
                end
                else begin
                    d_out <= d_out + 1;
                end
            end
            else if(key[1] == 1) begin 
                if(d_out <= 2) begin 
                    d_out <= 8'd11;
                    c_out <= 1'b1;
                end
                else begin
                    d_out <= d_out - 1;
                end
            end
        end
    end
endmodule
module fenpin(
    input clk,
    input rst,
    output reg clk_scan,  
    output reg clk_cnt    
    );
    reg [31:0] cnt1;
    reg [31:0] cnt2;
    always @(posedge clk or posedge rst) begin
        if(rst) begin
            cnt1 <= 0;
            clk_scan <= 0;
        end
        else if(cnt1 >= 49999) begin
            cnt1 <= 0;
            clk_scan <= ~clk_scan;
        end
        else cnt1 <= cnt1 + 1;
    end
    always @(posedge clk or posedge rst) begin
        if(rst) begin
            cnt2 <= 0;
            clk_cnt <= 0;
        end
        else if(cnt2 >= 24999999) begin
            cnt2 <= 0;
            clk_cnt <= ~clk_cnt;
        end
        else cnt2 <= cnt2 + 1;
    end
endmodule
module led(
    input clk,              
    input rst,
    input [1:0] key,        
    input [7:0] d_in,       
    output reg led,
    output reg [3:0] wei,   
    output reg [7:0] duan,   
    output reg [7:0] duan1   
    );
    reg [1:0] wei_cnt;
    reg [3:0] data;     
    always @(posedge clk or posedge rst) begin
        if(rst) begin
            wei_cnt <= 2'd0;
        end
        else begin
            wei_cnt <= wei_cnt + 1'b1;
        end
    end
    always @(posedge clk or posedge rst) begin
        if(rst) begin
            wei <= 4'd0;
            data <= 4'd0;
        end
        else begin
            case(wei_cnt)
                2'b00: begin 
                    wei <= 4'b0001;       
                    data <= d_in % 10;    
                end
                2'b01: begin 
                    wei <= 4'b0010;       
                    data <= d_in / 10;    
                end
                2'b10: begin 
                    wei <= 4'b0100;       
                    if(key == 2'b10)      data <= 4'd10;  
                    else if(key == 2'b01) data <= 4'd11;  
                    else                  data <= 4'd12;  
                end
                2'b11: begin 
                    wei <= 4'b1000;       
                    data <= 4'd13;        
                end
            endcase
        end
    end
    always @(data) begin
        case(data)
            4'b0000: begin duan <= 8'b11111100; duan1 <= 8'b11111100; end 
            4'b0001: begin duan <= 8'b01100000; duan1 <= 8'b01100000; end 
            4'b0010: begin duan <= 8'b11011010; duan1 <= 8'b11011010; end 
            4'b0011: begin duan <= 8'b11110010; duan1 <= 8'b11110010; end 
            4'b0100: begin duan <= 8'b01100110; duan1 <= 8'b01100110; end 
            4'b0101: begin duan <= 8'b10110110; duan1 <= 8'b10110110; end 
            4'b0110: begin duan <= 8'b10111110; duan1 <= 8'b10111110; end 
            4'b0111: begin duan <= 8'b11100000; duan1 <= 8'b11100000; end 
            4'b1000: begin duan <= 8'b11111110; duan1 <= 8'b11111110; end 
            4'b1001: begin duan <= 8'b11110110; duan1 <= 8'b11110110; end 
            4'd10:   begin duan <= 8'b01111100; duan1 <= 8'b01111100; end 
            4'd11:   begin duan <= 8'b01111010; duan1 <= 8'b01111010; end 
            4'd12:   begin duan <= 8'b00000010; duan1 <= 8'b00000010; end 
            default: begin duan <= 8'b00000000; duan1 <= 8'b00000000; end 
        endcase
    end
endmodule
module top(
    input clk,
    input reset_n,    
    input [2:0] key,  
    output [3:0] wei,
    output [7:0] duan,
    output [7:0] duan1,
    output       c_out
    );
    wire clk_scan;
    wire clk_cnt;
    wire [7:0] num;
    wire rst = ~reset_n; 
    fenpin u0 (
        .clk(clk),
        .rst(rst),           
        .clk_scan(clk_scan),
        .clk_cnt(clk_cnt)
    );
    counter_updown u1 (
        .clk(clk_cnt),
        .rst(rst),           
        .key(key[1:0]), 
        .pause(key[2]),      
        .d_out(num),
        .c_out(c_out)
    );
    led u2 (
        .clk(clk_scan),
        .rst(rst),           
        .key({key[0], key[1]}), 
        .d_in(num),
        .wei(wei),
        .duan(duan),
        .duan1(duan1)
    );
endmodule
```
`/design/flow/constraint.sdc`:
```
current_design top

set clk_period 4.3
set clk_io_pct 0.2

create_clock -name clk0 -period $clk_period [get_ports {clk}]

set non_clock_inputs [all_inputs -no_clocks]
set_input_delay [expr $clk_period * $clk_io_pct] -clock clk0 $non_clock_inputs
set_output_delay [expr $clk_period * $clk_io_pct] -clock clk0 [all_outputs]
```
`/design/flow/config.mk`:
```
export PLATFORM = sky130hd
export DESIGN_NAME = top
export DESIGN_NICKNAME = top
export VERILOG_FILES = /design/flow/design.v
export SDC_FILE = /design/flow/constraint.sdc
export NUM_CORES = 4
export LEC_CHECK = 1
export CORE_UTILIZATION = 40
export SYNTH_HDL_FRONTEND = slang
```
==> flow_metrics.env <==
# physical design summary
export IMPL_drt_iter0_drc=143
export IMPL_slew_violations=0
export IMPL_worstPathArrival_ns=2.50
export IMPL_drive_above_1_share=0.06767
export IMPL_fin_crit_ns=2.258
export IMPL_untimed_endpoints=38
export IMPL_area_leaders="dfrtp_1 44%, ha_1 5.5%, xor2_1 5.1%"
export IMPL_grt_overflow=0
export IMPL_finalClockPeriodUsage=0.5252
export IMPL_io_buffers=23
export IMPL_drv_cap=0
export IMPL_status="completed"
export IMPL_edf_count=0
export IMPL_grt_pass1_vias=3335
export IMPL_numSynthFlops=85
export IMPL_crit_fanout=19
export IMPL_ys_seq_share=0.4463
export IMPL_post_cts_resized=0
export IMPL_synth_cellmix_compoundShare=0.1475
export IMPL_die_area_sq_um=12360
export IMPL_boundaryPins=26
export IMPL_final_setup_tns_ns=0
export IMPL_firstDrtPassIters=20
export IMPL_ys_cells=501
export IMPL_die_width_um=111.2
export IMPL_cts_tree="built"
export IMPL_coreArea_sq_um=11520
export IMPL_crit_type="flop to flop"
export IMPL_dr_total_vias=3469
export IMPL_fp_util=0.4141
export IMPL_xor_area_frac=0.07898
export IMPL_ff_type="dfrtp_1"
export IMPL_vias_per_cell=5.139
export IMPL_rows=39
export IMPL_ys_top_logic_family="simple AND/OR/NAND/NOR gates"
export IMPL_cts_max_level=3
export IMPL_grtUsageTotal=0.1458
export IMPL_p_leak_nw=2.249
export IMPL_area_growth_syn_to_layout_pct=12.52
export IMPL_start_kind="flop"
export IMPL_synth_area_per_cell_sq_um=9.518
export IMPL_clock_path_buffers=2
export IMPL_drc=0
export IMPL_simple_gate_area_frac=0.2070
export IMPL_ys_chip_area_sq_um=4768
export IMPL_synthArstFlopShare=1.000
export IMPL_insertion_delay_ns=0.32
export IMPL_synth_area_sq_um=4768
export IMPL_critPathRequiredTime_ns=4.54
export IMPL_adder_share=0.05510
export IMPL_mux_share=0.006560
export IMPL_antenna_left=0
export IMPL_rsz0062_at_grt="no"
export IMPL_place_hpwl_mm=5.812
export IMPL_crit_path_end_kind="flop"
export IMPL_synth_warnings=0
export IMPL_fin_ws_ns=2.042
export IMPL_cts_buffers=9
export IMPL_tool_warnings=40
export IMPL_grt_max_degree=53
export IMPL_root_buffer="clkbuf_16"
export IMPL_tightest_slew_ns=0.7532
export IMPL_wl_per_cell_um=12.19
export IMPL_yosys_area_top_type_share=0.4408
export IMPL_fmax_mhz=442.8
export IMPL_diodes=0
export IMPL_largest_area_cell="dfrtp_1"
export IMPL_die_h_um=111.2
export IMPL_fin_skew_ns=0.003492
export IMPL_holdBufCountCts=0
export IMPL_max_slew_margin_rel=0.4940
export IMPL_ys_types=71
export IMPL_netlist_instances=501
export IMPL_finalHoldViolCount=0
export IMPL_grt_antenna_before_repair=0
export IMPL_unclocked_regs=19
export IMPL_grt_pass1_wl_mm=14.90
export IMPL_gp_congestion=0.8520
export IMPL_dp_slack_ns=2.048
export IMPL_setup_viol=0
export IMPL_path_clk_slew_ns=0.05
export IMPL_min_path_type="flop to flop"
export IMPL_cts_setup_buffers=0
export IMPL_routed_wl_mm=8.225
export IMPL_ir_drop_uv=274.7
export IMPL_powerDensity_nw_per_um2=314.1
[sequential cells by signal (all words and copies together), names as in the netlist]
signal       cells
u2.wei_cnt       2
u2.wei           4
u0.cnt2         32
u2.data          4
u0.cnt1         32
u1.c_out         1
u0.clk_scan      1
u0.clk_cnt       1
u1.d_out         8
[layout make-up]
type	instances	area [sq um]
clock inverters	3	15.01
well taps	143	178.9
multi-input cells	385	2461
inverters	22	82.58
flip-flops and latches	85	2128
clock buffers	12	256.5
repair buffers	25	242.7
fillers	1053	6151
[final timing paths]
kind,startpoint,depth (start not counted),slack [ns],endpoint
setup / recovery,u0.cnt2[0],9,2.04,u0.clk_cnt
min in group asynchronous,reset_n,1,0.55,u0.cnt2[26]
hold reg to reg,u0.cnt2[0],1,0.48,u0.cnt2[0]
max in group asynchronous,reset_n,2,2.87,u0.clk_scan
setup reg to reg,u0.cnt2[0],9,2.04,u0.clk_cnt
hold / removal,u0.cnt2[0],1,0.48,u0.cnt2[0]
[kinds of logic after synthesis]
family,count (synthesis)
muxes,3
and+or+nand+nor,193
other,1
AOI/OAI and AO/OA,100
adders and majority gates,21
DFF,85
buffers and inverters,55
xor gates and xnor gates,43
[power breakdown]
group          leakage [nW]  switching, W  internal (W)  total (W)
registers              1.11     0.0000466      0.000669   0.000715
clock network         0.138      0.000231      0.000414   0.000645
logic                  1.01      0.000186      0.000139   0.000326
total                  2.25      0.000464       0.00122    0.00169
[placed cells by master, fill, tap and decap left out, types with 5 or more instances in the layout]
cell | synthesis | final
and2_1 | 5 | 5
dfrtp_1 | 84 | 84
ha_1 | 21 | 21
o211ai_1 | 5 | 5
o21ai_0 | 21 | 21
xnor2_1 | 15 | 15
nor2_1 | 62 | 62
clkbuf_16 | 0 | 9
nor2b_1 | 7 | 7
o22ai_1 | 6 | 6
clkdlybuf4s50_1 | 0 | 22
nand2b_1 | 7 | 7
a21oi_1 | 25 | 25
a211oi_1 | 5 | 5
nand3_1 | 21 | 21
inv_1 | 19 | 19
nand4_1 | 11 | 11
and3_1 | 7 | 7
nor4_1 | 9 | 9
nand2_1 | 32 | 32
conb_1 | 1 | 25
nor3_1 | 9 | 9
xor2_1 | 28 | 28
[layer usage]
layer  routed length (um)  vias up  track usage
met5                    0        -            0
met4                   77        0      0.02883
met3                  234        7      0.02341
met2                 3810       56       0.2275
met1                 4103     1624       0.2230
li1                     -     1782            -
[worst max-delay path: stages (launching register included)]
cell,delay (ns)
dfrtp_1,0.38
ha_1,0.20
nand3_1,0.13
nor2_1,0.30
nor3_1,0.09
o21bai_1,0.15
a21oi_1,0.09
o2111ai_2,0.37
buf_4,0.31
xor2_1,0.16
[stage by stage]
| step | hold slack (ns) | std cells | utilization | cell area (sq um) | total power [W] |
|---|---|---|---|---|---|
| detailed placement | 0.4720 | 660 | 0.4423 | 5094 | 0.001051 |
| finish | 0.4832 | 675 | 0.4659 | 5365 | 0.001685 |
| floorplan | 0.4549 | 525 | - | 4858 | 0.0009870 |
| global route | 0.5274 | 675 | 0.4659 | 5365 | 0.001783 |
| CTS | 0.4859 | 675 | 0.4659 | 5365 | 0.001708 |
| global placement | 0.4666 | 660 | 0.4423 | 5094 | 0.001048 |
[cell usage after synthesis (5+ instances only)]
cell,n
dfrtp_1,84
nor2_1,62
nand2_1,32
xor2_1,28
a21oi_1,25
ha_1,21
nand3_1,21
o21ai_0,21
inv_1,19
xnor2_1,15
buf_4,13
clkbuf_1,12
nand4_1,11
nor3_1,9
nor4_1,9
and3_1,7
nand2b_1,7
nor2b_1,7
o22ai_1,6
a211oi_1,5
and2_1,5
o211ai_1,5
Power is estimated from default activity; no workload was simulated.
